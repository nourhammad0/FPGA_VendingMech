## ./config.mk

```make
export PLATFORM = sky130hd
export DESIGN_NAME = OledInit
export DESIGN_NICKNAME = OledInit
export VERILOG_FILES = /design/flow/design.v
export SDC_FILE = /design/flow/constraint.sdc
export NUM_CORES = 4
export LEC_CHECK = 1
export CORE_UTILIZATION = 40
```

## ./constraint.sdc

```tcl
current_design OledInit

set clk_period 11.0
set clk_io_pct 0.2

create_clock -name clk0 -period $clk_period [get_ports {CLK}]

set non_clock_inputs [all_inputs -no_clocks]
set_input_delay [expr $clk_period * $clk_io_pct] -clock clk0 $non_clock_inputs
set_output_delay [expr $clk_period * $clk_io_pct] -clock clk0 [all_outputs]
```

## ./design.v

```verilog
`timescale 1ns / 1ps
module Delay(
    CLK,
    RST,
    DELAY_MS,
    DELAY_EN,
    DELAY_FIN
    );
    input CLK;
    input RST;
    input [11:0] DELAY_MS;
    input DELAY_EN;
    output DELAY_FIN;
	wire DELAY_FIN;
	reg [31:0] current_state = "Idle";						 
	reg [16:0] clk_counter = 17'b00000000000000000;		 
	reg [11:0] ms_counter = 12'h000;							 
	assign DELAY_FIN = (current_state == "Done" && DELAY_EN == 1'b1) ? 1'b1 : 1'b0;
	always @(posedge CLK) begin
			if(RST == 1'b1) begin
					current_state <= "Idle";
			end
			else begin
					case(current_state)
							"Idle" : begin
									if(DELAY_EN == 1'b1) begin
											current_state <= "Hold";
									end
							end
							"Hold" : begin
									if(ms_counter == DELAY_MS) begin
											current_state <= "Done";
									end
							end
							"Done" : begin
									if(DELAY_EN == 1'b0) begin
											current_state <= "Idle";
									end
							end
							default : current_state <= "Idle";
					endcase
			end
	end
	always @(posedge CLK) begin
			if(current_state == "Hold") begin
					if(clk_counter == 17'b11000011010100000) begin		 
							clk_counter <= 17'b00000000000000000;
							ms_counter <= ms_counter + 1'b1;					 
					end
					else begin
							clk_counter <= clk_counter + 1'b1;
					end
			end
			else begin																 
					clk_counter <= 17'b00000000000000000;
					ms_counter <= 12'h000;
			end
	end
endmodule
`timescale 1ns / 1ps
module OledInit(
    CLK,
    EN,
    RST,
    CS,
    DC,
    FIN,
    RES,
    SCLK,
    SDO,
    VBAT,
    VDD
    );
    input CLK;
    input EN;
    input RST;
    output CS;
    output DC;
    output FIN;
    output RES;
    output SCLK;
    output SDO;
    output VBAT;
    output VDD;
	wire DC, RES, VBAT, VDD, FIN;
	wire CS, SCLK, SDO;
	reg [103:0] current_state = "Idle";
	reg [103:0] after_state = "Idle";
	reg temp_dc = 1'b0;
	reg temp_res = 1'b1;
	reg temp_vbat = 1'b1;
	reg temp_vdd = 1'b1;
	reg temp_fin = 1'b0;
	wire [11:0] temp_delay_ms;
	reg temp_delay_en = 1'b0;
	wire temp_delay_fin;
	reg temp_spi_en = 1'b0;
	reg [7:0] temp_spi_data = 8'h00;
	wire temp_spi_fin;
	SpiCtrl SPI_COMP(
			.CLK(CLK),
			.RST(RST),
			.SPI_EN(temp_spi_en),
			.SPI_DATA(temp_spi_data),
			.CS(CS),
			.SDO(SDO),
			.SCLK(SCLK),
			.SPI_FIN(temp_spi_fin)
	);
	Delay DELAY_COMP(
			.CLK(CLK),
			.RST(RST),
			.DELAY_MS(temp_delay_ms),
			.DELAY_EN(temp_delay_en),
			.DELAY_FIN(temp_delay_fin)
	);
	assign DC = temp_dc;
	assign RES = temp_res;
	assign VBAT = temp_vbat;
	assign VDD = temp_vdd;
	assign FIN = temp_fin;
	assign temp_delay_ms = (after_state == "DispContrast1") ? 12'h064 : 12'h001;
	always @(posedge CLK) begin
			if(RST == 1'b1) begin
					current_state <= "Idle";
					temp_res <= 1'b0;
			end
			else begin
					temp_res <= 1'b1;
					case(current_state)
							"Idle" : begin
									if(EN == 1'b1) begin
										temp_dc <= 1'b0;
										current_state <= "VddOn";
									end
							end
							"VddOn" : begin
								temp_vdd <= 1'b0;
								current_state <= "Wait1";
							end
							"Wait1" : begin
								after_state <= "DispOff";
								current_state <= "Transition3";
							end
							"DispOff" : begin
								temp_spi_data <= 8'hAE;  
								after_state <= "ResetOn";
								current_state <= "Transition1";
							end
							"ResetOn" : begin
								temp_res <= 1'b0;
								current_state <= "Wait2";
							end
							"Wait2" : begin
								after_state <= "ResetOff";
								current_state <= "Transition3";
							end
							"ResetOff" : begin
								temp_res <= 1'b1;
								after_state <= "ChargePump1";
								current_state <= "Transition3";
							end
							"ChargePump1" : begin
								temp_spi_data <= 8'h8D;  
								after_state <= "ChargePump2";
								current_state <= "Transition1";
							end
							"ChargePump2" : begin
								temp_spi_data <= 8'h14;  
								after_state <= "PreCharge1";
								current_state <= "Transition1";
							end
							"PreCharge1" : begin
								temp_spi_data <= 8'hD9;  
								after_state <= "PreCharge2";
								current_state <= "Transition1";
							end
							"PreCharge2" : begin
								temp_spi_data <= 8'hF1;  
								after_state <= "VbatOn";
								current_state <= "Transition1";
							end
							"VbatOn" : begin
								temp_vbat <= 1'b0;
								current_state <= "Wait3";
							end
							"Wait3" : begin
								after_state <= "DispContrast1";
								current_state <= "Transition3";
							end
							"DispContrast1" : begin
								temp_spi_data <= 8'h81;  
								after_state <= "DispContrast2";
								current_state <= "Transition1";
							end
							"DispContrast2" : begin
								temp_spi_data <= 8'h0F;  
								after_state <= "InvertDisp1";
								current_state <= "Transition1";
							end
							"InvertDisp1" : begin
								temp_spi_data <= 8'hA1;  
								after_state <= "InvertDisp2";
								current_state <= "Transition1";
							end
							"InvertDisp2" : begin
								temp_spi_data <= 8'hC8;  
								after_state <= "ComConfig1";
								current_state <= "Transition1";
							end
							"ComConfig1" : begin
								temp_spi_data <= 8'hDA;  
								after_state <= "ComConfig2";
								current_state <= "Transition1";
							end
							"ComConfig2" : begin
								temp_spi_data <= 8'h20;  
								after_state <= "DispOn";
								current_state <= "Transition1";
							end
							"DispOn" : begin
								temp_spi_data <= 8'hAF;  
								after_state <= "Done";
								current_state <= "Transition1";
							end
							"FullDisp" : begin
								temp_spi_data <= 8'hA5;  
								after_state <= "Done";
								current_state <= "Transition1";
							end
							"Done" : begin
								if(EN == 1'b0) begin
									temp_fin <= 1'b0;
									current_state <= "Idle";
								end
								else begin
									temp_fin <= 1'b1;
								end
							end
							"Transition1" : begin
								temp_spi_en <= 1'b1;
								current_state <= "Transition2";
							end
							"Transition2" : begin
								if(temp_spi_fin == 1'b1) begin
									current_state <= "Transition5";
								end
							end
							"Transition3" : begin
								temp_delay_en <= 1'b1;
								current_state <= "Transition4";
							end
							"Transition4" : begin
								if(temp_delay_fin == 1'b1) begin
									current_state <= "Transition5";
								end
							end
							"Transition5" : begin
								temp_spi_en <= 1'b0;
								temp_delay_en <= 1'b0;
								current_state <= after_state;
							end
							default : current_state <= "Idle";
					endcase
			end
	end
endmodule
`timescale 1ns / 1ps
module SpiCtrl(
    CLK,
    RST,
    SPI_EN,
    SPI_DATA,
    CS,
    SDO,
    SCLK,
    SPI_FIN
    );
    input CLK;
    input RST;
    input SPI_EN;
    input [7:0] SPI_DATA;
    output CS;
    output SDO;
    output SCLK;
    output SPI_FIN;
	wire CS, SDO, SCLK, SPI_FIN;
	reg [39:0] current_state = "Idle";		 
	reg [7:0] shift_register = 8'h00;		 
	reg [3:0] shift_counter = 4'h0;			 
	wire clk_divided;						 
	reg [4:0] counter = 5'b00000;				 
	reg temp_sdo = 1'b1;							 
	reg falling = 1'b0;							 
	assign clk_divided = ~counter[4];
	assign SCLK = clk_divided;
	assign SDO = temp_sdo;
	assign CS = (current_state == "Idle" && SPI_EN == 1'b0) ? 1'b1 : 1'b0;
	assign SPI_FIN = (current_state == "Done") ? 1'b1 : 1'b0;
	always @(posedge CLK) begin
			if(RST == 1'b1) begin							 
				current_state <= "Idle";
			end
			else begin
				case(current_state)
					"Idle" : begin
						if(SPI_EN == 1'b1) begin
							current_state <= "Send";
						end
					end
					"Send" : begin
						if(shift_counter == 4'h8 && falling == 1'b0) begin
							current_state <= "Hold1";
						end
					end
					"Hold1" : begin
						current_state <= "Hold2";
					end
					"Hold2" : begin
						current_state <= "Hold3";
					end
					"Hold3" : begin
						current_state <= "Hold4";
					end
					"Hold4" : begin
						current_state <= "Done";
					end
					"Done" : begin
						if(SPI_EN == 1'b0) begin
							current_state <= "Idle";
						end
					end
					default : current_state <= "Idle";
				endcase
			end
	end
	always @(posedge CLK) begin
			if(current_state == "Send") begin
				counter <= counter + 1'b1;
			end
			else begin
				counter <= 5'b00000;
			end
	end
	always @(posedge CLK) begin
			if(current_state == "Idle") begin
					shift_counter <= 4'h0;
					shift_register <= SPI_DATA;
					temp_sdo <= 1'b1;
			end
			else if(current_state == "Send") begin
					if(clk_divided == 1'b0 && falling == 1'b0) begin
							falling <= 1'b1;
							temp_sdo <= shift_register[7];
							shift_register <= {shift_register[6:0],1'b0};
							shift_counter <= shift_counter + 1'b1;
					end
					else if(clk_divided == 1'b1) begin
						falling <= 1'b0;
					end
			end
	end
endmodule
```

## ./run.sh

```bash
#!/bin/bash
# OpenROAD 26Q1-2900-gdf79404cd8, Yosys 0.63+post, stock flow scripts
make -C /OpenROAD-flow-scripts/flow DESIGN_CONFIG=/design/flow/config.mk WORK_HOME=/design/flow/orfs finish
```

==> CHANGELOG.md <==
### Changed

* Status: did not finish
* Stopped at: final report
* Error msg: [ERROR PSM-0069] Check connectivity failed on VDD.
* DRT antenna net count at 0
* Ys flop type: dfxtp_1
* Synthesized area at roughly 9300 sq um
* Rows at about 55
* DRT Wirelength at 27.6 mm
* Synth Seq Share at roughly half
* Post-synthesis async set-or-reset flop share at 0%
* GRT overflow at 0
* HPWL after detailed placement at 20.7 mm
* FP Util at 40.9%
* Synthesized area per cell at between 9 and 10 sq um
* Mapped Cells at just under 1000
* Post-synth regs at ~200
* Post-synth EDFFs at 77
* Largest net degree at the start of global routing at roughly 57
* CTS Buffer Depth at 2
* GR Util All Layers at about a quarter
* Synth warn at 3
* Number of global-route vias before repair at roughly 7400
* H-Tree Depth at 4
* Vias at 7655
* Pre-CTS setup slack at ~6400 ps
* CTS Buf Count at 17
* Root Buffer: clkbuf_16
* Unique masters post-synth at 70
* Top-area cell share at a little over a quarter
* Port bufs at 8
* Die y size at approximately 150 um
* PostCTS Resize Cnt at 0
* # hold bufs at CTS at 0
* Setup Fix Bufs, Post-CTS at 0
* Yosys Chip Area at approximately 9300 sq um
* CTS sink cnt at a little under 200
* RePlAce Congestion at between 0.9 and 1
* Cell taking the most area after synthesis: dfxtp_1
* Ys cells at 970
* Die x size at around 150 um
* Cell area leaders: dfxtp_1 (26%), edfxtp_1 (25%), nand2_1 (5.1%)
* Initial antenna violation count at 0
* First-pass GRT wire length at 43.0 mm
* Starting DRC count in detailed routing at approximately 690
* Pre-antenna DRT Iters at 6
* I/O pins at 10
-- cells in the mapped netlist (all sizes together), types with 28 or more instances --
master,number
inv,31
nand2,126
nand3,41
nor4,29
nand4,34
nor2,85
edfxtp,77
dfxtp,121
nor3,28
and3,36
clkbuf,30
a21oi,50
-- stage by stage --
| step | instance area [sq um] | instances | utilization, % |
|---|---|---|---|
| global route | 10300 | 1272 | 45.6 |
| CTS | 10300 | 1272 | 45.6 |
| detailed placement | 9670 | 1240 | 42.7 |
| global placement | 9670 | 1240 | 42.7 |
| floorplan | 9270 | 972 | - |
-- per-layer routing --
metal | vias to the layer above | GRT usage (%) | share of wire [%]
li1 | 3606 | - | -
met1 | 3672 | 36.5 | 43
met2 | 309 | 37.4 | 45
met3 | 68 | 6.95 | 8.3
met4 | 0 | 7.90 | 4.1
met5 | - | 0 | 0
-- cell families after synthesis --
group,after synthesis,synth area share [%]
simple gates,550,34.1
flops,198,51.1
compound gates,114,7.82
buf+inv,69,2.96
xor+xnor,28,2.65
fa+ha+maj,6,0.811
mux,4,0.446
other cells,1,0.0405
