**config.mk**
```make
export PLATFORM = sky130hd
export DESIGN_NAME = Controller_States
export DESIGN_NICKNAME = Controller_States
export VERILOG_FILES = /design/flow/design.v
export SDC_FILE = /design/flow/constraint.sdc
export NUM_CORES = 4
export LEC_CHECK = 1
export CORE_AREA = 10 10 220 220
export DIE_AREA = 0 0 230 230
```
**constraint.sdc**
```tcl
current_design Controller_States

set clk_period 3.1
set clk_io_pct 0.2

create_clock -name clk0 -period $clk_period [get_ports {clk}]

set non_clock_inputs [all_inputs -no_clocks]
set_input_delay [expr $clk_period * $clk_io_pct] -clock clk0 $non_clock_inputs
set_output_delay [expr $clk_period * $clk_io_pct] -clock clk0 [all_outputs]
```
**design.v**
```verilog
`timescale 1ns / 1ps
module Controller_States(
    input clk,
    input clr,  
    input purchase,  
    input nickel,
    input dime,
    input quarter,
    input drink_Arizona,                
    input drink_Pepsi,                  
    input drink_gingerale,              
    input drink_strawberryLemonade,     
    output reg [7:0]costObtained,
    output reg [7:0]userInput,  
    output reg [7:0]change_out,
    output reg [1:0] error,
    output reg [1:0] Gingerale_LED,
    output reg [1:0] Arizona_LED,
    output reg [1:0] StrawberryLemonade_LED,
    output reg [1:0] Pepsi_LED,
    output reg [1:0] LED_purch,
    output reg [1:0] LED_Clr,
    output reg [127:0] Page_0,Page_1, Page_2, Page_3
    );
    reg [7:0] totalCoin;  
    reg [1:0] currstate;
    reg [1:0] nextState;
    parameter FULL_AMOUNT = 7'd95;  
     parameter nickel_AM = 4'd5;
     parameter dime_AM = 4'd10;
     parameter quarter_AM = 5'd25;
    parameter Arizona_AM = 7'd50;
    parameter Pepsi_AM = 7'd80;
    parameter Gingerale_AM = 7'd25;
    parameter StrawberryLemonade_AM = 7'd65;
    parameter INSERT_COIN = 3'd0;
    parameter SELECT = 3'd1;
    parameter PURCHASE = 3'd2;
    parameter CHANGE = 3'd3;
    parameter CLEAR = 3'd4;
    parameter Nours_Vend_Mach = {8'h4E, 8'h4F, 8'h55, 8'h52, 8'h53, 8'h20, 8'h56, 8'h45, 8'h4E, 8'h44, 8'h20, 8'h4D, 8'h41, 8'h43, 8'h48, 8'h20};
    parameter Insert_Money = {8'h49, 8'h4E, 8'h53, 8'h45, 8'h52, 8'h54, 8'h20, 8'h4D, 8'h4F, 8'h4E, 8'h45, 8'h59, 8'h20, 8'h20, 8'h20, 8'h20};
    parameter Coin_5_10 = {8'h35, 8'h20, 8'h20, 8'h20, 8'h57, 8'h31, 8'h39, 8'h20, 8'h20, 8'h31, 8'h30, 8'h20, 8'h20, 8'h55, 8'h31, 8'h38};   
    parameter Coin_25 = {8'h32, 8'h35, 8'h20, 8'h20, 8'h54, 8'h31, 8'h38, 8'h20, 8'h20, 8'h20, 8'h20, 8'h20, 8'h20, 8'h20, 8'h20, 8'h20};
    parameter Processing = {8'h50, 8'h72, 8'h6F, 8'h63, 8'h65, 8'h73, 8'h73, 8'h69, 8'h6E, 8'h67, 8'h20, 8'h20, 8'h20, 8'h20, 8'h20, 8'h20};
    parameter Selection = {8'h53, 8'h65, 8'h6C, 8'h65, 8'h63, 8'h74, 8'h69, 8'h6F, 8'h6E, 8'h2E, 8'h2E, 8'h2E, 8'h20, 8'h20, 8'h20, 8'h20};
   parameter Gingerale_page = {8'h47, 8'h69, 8'h6E, 8'h67, 8'h65, 8'h72, 8'h61, 8'h6C, 8'h65, 8'h20, 8'h20, 8'h20, 8'h20, 8'h56, 8'h31, 8'h36};
   parameter Arizona_page = {8'h41, 8'h72, 8'h69, 8'h7A, 8'h6F, 8'h4E, 8'h61, 8'h20, 8'h20, 8'h20, 8'h20, 8'h20, 8'h20, 8'h57, 8'h31, 8'h36};
   parameter Str_Lemonade_page = {8'h53, 8'h4C, 8'h65, 8'h6D, 8'h6F, 8'h6E, 8'h20, 8'h20, 8'h20, 8'h20, 8'h20, 8'h20, 8'h20, 8'h57, 8'h31, 8'h37};
   parameter Pepsi_page = {8'h50, 8'h65, 8'h70, 8'h73, 8'h69, 8'h20, 8'h20, 8'h20, 8'h20, 8'h20, 8'h20, 8'h20, 8'h20, 8'h57, 8'h31, 8'h35};
    parameter Vending_page = {8'h56, 8'h65, 8'h6E, 8'h64, 8'h69, 8'h6E, 8'h67, 8'h20, 8'h20, 8'h20, 8'h20, 8'h20, 8'h20, 8'h20, 8'h20};
    parameter Error_Poor_page = {8'h45, 8'h72, 8'h72, 8'h6F, 8'h72, 8'h20, 8'h50, 8'h6F, 8'h6F, 8'h72, 8'h20, 8'h20, 8'h20, 8'h20, 8'h20};
   parameter Gingerale_Sel = {8'h47, 8'h69, 8'h6E, 8'h67, 8'h65, 8'h72, 8'h61, 8'h6C, 8'h65, 8'h20, 8'h20, 8'h20, 8'h20, 8'h20, 8'h20, 8'h20};
   parameter Arizona_Sel = {8'h41, 8'h72, 8'h69, 8'h7A, 8'h6F, 8'h4E, 8'h61, 8'h20, 8'h20, 8'h20, 8'h20, 8'h20, 8'h20, 8'h20, 8'h20, 8'h20};
   parameter Str_Lemonade_Sel = {8'h53, 8'h4C, 8'h65, 8'h6D, 8'h6F, 8'h6E, 8'h20, 8'h20, 8'h20, 8'h20, 8'h20, 8'h20, 8'h20, 8'h20, 8'h20, 8'h20};
   parameter Pepsi_Sel = {8'h50, 8'h65, 8'h70, 8'h73, 8'h69, 8'h20, 8'h20, 8'h20, 8'h20, 8'h20, 8'h20, 8'h20, 8'h20, 8'h20, 8'h20, 8'h20};
    parameter blank_page = {8'h20, 8'h20, 8'h20, 8'h20, 8'h20, 8'h20, 8'h20, 8'h20, 8'h20, 8'h20, 8'h20, 8'h20, 8'h20, 8'h20, 8'h20};
    parameter Dispencing = {8'h20, 8'h44, 8'h49, 8'h53, 8'h50, 8'h45, 8'h4E, 8'h43, 8'h49, 8'h4E, 8'h47, 8'h2E, 8'h2E, 8'h2E, 8'h20};
    parameter Thank_You = { 8'h20, 8'h20, 8'h54, 8'h68, 8'h61, 8'h6E, 8'h6B, 8'h20, 8'h59, 8'h6F, 8'h75, 8'h20, 8'h20, 8'h20, 8'h20};
reg prev_drink1, prev_drink2, prev_drink3, prev_drink4;  
always @(negedge clk)  
    begin
    case(nextState)
        INSERT_COIN: currstate = nextState;      
        SELECT:      currstate = nextState; 
        PURCHASE:    currstate = nextState;  
        CHANGE:      currstate = nextState;
        default:     currstate = INSERT_COIN; 
    endcase
    end
always @(posedge clk or posedge clr)
           begin
       if (clr) begin 
                    userInput <= 0; 
                    totalCoin <= 0; 
                    costObtained <= 0;
                    change_out <= 0;
                    error <= 0;
                    LED_Clr <= 1;
                    Arizona_LED <= 0;
                    Pepsi_LED <= 0;
                    Gingerale_LED <= 0;
                    StrawberryLemonade_LED <= 0;
                    nextState <= INSERT_COIN;
               end
               else begin 
               LED_Clr <= 0;
  case(currstate)
    INSERT_COIN: begin 
    if (clr) begin
    nextState <= CLEAR;
    end 
                    LED_Clr <= 0;
                    LED_purch <= 0;
                    costObtained <= 0;
                    error <= 0;  
                    Arizona_LED <= 0;
                    Pepsi_LED <= 0;
                    StrawberryLemonade_LED <= 0;
                    Gingerale_LED <= 0;
                    Page_0 <= Nours_Vend_Mach;
                    Page_1 <= Insert_Money;
                    Page_2 <= Coin_5_10;
                    Page_3 <= Coin_25;        
                     if(userInput >= FULL_AMOUNT)
                     begin
                         userInput <= FULL_AMOUNT;
                         totalCoin <= userInput;
                         nextState <= INSERT_COIN;
                     end
                          else if(nickel) begin
                            userInput <= (userInput + nickel_AM > 95) ? 95: userInput + nickel_AM;
                            nextState <= INSERT_COIN;
                          end
                          else if(dime) begin
                            userInput <= (userInput + dime_AM > 95) ? 95: userInput + dime_AM;
                            nextState <= INSERT_COIN;
                          end
                          else if(quarter) begin
                            userInput <= (userInput + quarter_AM > 95) ? 95: userInput + quarter_AM;
                            nextState <= INSERT_COIN;
                          end
                     else begin userInput <= userInput + 0; end
                 if (userInput >= Arizona_AM)begin                                    
                    Arizona_LED <= 1;
                 end else begin Arizona_LED <= 0; end
                               if (userInput >= Pepsi_AM) begin
                                    Pepsi_LED <= 1;
                                    end else begin Pepsi_LED <= 0; end
                               if (userInput >= Gingerale_AM)begin
                                    Gingerale_LED <= 1;
                                    end else begin Gingerale_LED <= 0; end
                               if (userInput >= StrawberryLemonade_AM)begin
                                    StrawberryLemonade_LED <= 1;
                                    end else begin StrawberryLemonade_LED <= 0; end 
                                    if(purchase)begin
                                     nextState <= SELECT;
                                     end
                          end   
    SELECT: begin
                    Page_0 <= Gingerale_page;
                    Page_1 <= Arizona_page;
                    Page_2 <= Str_Lemonade_page;
                    Page_3 <= Pepsi_page;
                if (drink_Arizona && !prev_drink2)begin
                    costObtained <= costObtained + Arizona_AM;
                        nextState <= SELECT;
                        Arizona_LED <= 1;
                    end else if(!prev_drink2 && drink_Arizona) 
                    begin 
                        costObtained <= costObtained - Arizona_AM;
                    end
                if (drink_Pepsi && !prev_drink4) begin
                        costObtained <= costObtained + Pepsi_AM;
                        nextState <= SELECT; 
                        Pepsi_LED <= 1;
                    end else if(!prev_drink4 && drink_Pepsi)
                    begin 
                            costObtained <= costObtained - Pepsi_AM;                            
                    end
                if (drink_gingerale && !prev_drink1)begin
                        costObtained <= costObtained + Gingerale_AM;
                        nextState <= SELECT; 
                        Gingerale_LED <= 1;
                    end else if(!prev_drink1 && drink_gingerale)
                    begin 
                    costObtained <= costObtained - Gingerale_AM;
                    end 
                if (drink_strawberryLemonade && !prev_drink3)begin
                    costObtained <= costObtained + StrawberryLemonade_AM;
                        nextState <= SELECT; 
                        StrawberryLemonade_LED <= 1;
                    end else if(!prev_drink3 && drink_strawberryLemonade)
                    begin 
                        costObtained <= costObtained - StrawberryLemonade_AM;
                    end
                    prev_drink1 <= drink_gingerale;
                    prev_drink2 <= drink_Arizona;
                    prev_drink3 <= drink_strawberryLemonade;
                    prev_drink4 <= drink_Pepsi;
                if(purchase)
                    begin
                     totalCoin <= userInput;
                    nextState <= PURCHASE;
                    end 
            end  
    PURCHASE: begin
          Page_0 <= Vending_page;
          Page_1 <= blank_page;
          Page_2 <= blank_page;
          Page_3 <= blank_page;
                        Gingerale_LED <= 0;
                        Arizona_LED <= 0;
                        StrawberryLemonade_LED <= 0;
                        Pepsi_LED <= 0;
             if(userInput >= costObtained)
                 begin
                    change_out <= totalCoin - costObtained; 
                        LED_purch <= 1;
                        error <= 0;
              if(drink_gingerale) begin Page_1 <= Gingerale_Sel; Gingerale_LED <= 1; end else Page_1 <= blank_page;
              if(drink_Arizona) begin Page_2 <= Arizona_Sel; Arizona_LED <= 1; end else Page_2 <= blank_page;
              if(drink_strawberryLemonade) begin Page_3 <= Str_Lemonade_Sel; StrawberryLemonade_LED <= 1; end else Page_3 <= blank_page;
              if(drink_Pepsi) begin Page_3 <= Pepsi_Sel; Pepsi_LED <= 1; end
               if(purchase) 
                    begin
               nextState <= CHANGE;
                    end
                 end
             else begin
             error <= 1;         
             Page_1 <= Error_Poor_page;
             if(purchase)
                    begin
             nextState <= INSERT_COIN;
                    end
             end
           end  
    CHANGE: begin
                change_out <= totalCoin - costObtained;  
                userInput <= change_out;
                LED_purch <= 0;
                Page_0 <= blank_page;
                Page_1 <= Thank_You;
                Page_2 <= blank_page;
                Page_3 <= blank_page;
                nextState <= INSERT_COIN;          
          end                  
                   default: begin 
                    nextState <= INSERT_COIN;
                  end          
        endcase
           end
        end
endmodule
```
**run.sh**
```bash
#!/bin/bash
# OpenROAD 26Q1-2900-gdf79404cd8, Yosys 0.63+post, stock flow scripts
make -C /OpenROAD-flow-scripts/flow DESIGN_CONFIG=/design/flow/config.mk WORK_HOME=/design/flow/orfs finish
```
==> CHANGELOG.md <==
### Changed

* Synth Warn # at 1
* Final Util at 27.4%
* R2R setup slack at -0.11 ns
* Worst VDD drop at 0.000368 V
* Biggest area cells: buf_4, edfxtp_1, dfrtp_1
* Tot Pwr at 10.2 mW
* Unrepaired setup endpoints after global routing: yes
* DRC at 0
* Top post-synthesis cells by count: buf_4, nand2_1, edfxtp_1
* R2R Path End: costObtained[2]$_DFFE_PP0P_
* Synth Area in Compound Gates at 13.7%
* GPL Wtd Cong at 0.909
* Leakage Power at 4.98 nW
* Final WS setup at -0.115 ns
* First-pass GRT wire length at 44900 µm
* Maxcap violations at 0
* Setup Skew at 0.0608 ns
* MUX share of area at 1.88%
* CTS tree: yes
* Finished Layout Cells at 1803
* Cell taking the most area after synthesis: buf_4
* Core region area at 43400 µm²
* Crit path max fanout at 5
* Share of cells above drive strength 1 at 17.2%
* PwrDens at 857 nW/µm²
* Hold Buf Count CTS at 0
* Clock H-tree levels at 3
* Post-detail-place hpwl at 25900 µm
* Tot GR Track Use at 11.0%
* Hold crit path type: reg -> reg
* Yosys cell count at 1073
* CTS Buffer Depth at 2
* Area share of and/or/nand/nor cells after synthesis at 9.13%
* Req. time, crit path at 3.32 ns
* ANT cells at 0
* Vias/cell at 3.77
* Top area contributor share at 38.6%
* Max-slew headroom at 43.1%
* Distinct lib cells at 78
* Setup CP Type: reg -> reg
* IO Port Bufs at 313
* Vias in the first global route at 7125
* Max-slew violations at 0
* DR WL/cell at 17.1 µm
* DR pass1 iterations at 4
* Dpl ws at -0.112 ns
* Worst Hold Depth at 2
* Failing checks: setup timing
* Clock slew at reported path FFs at 0.06 ns
* Synth flops at 91
* Overflow after GRT at 0
* Antenna violations before repair at 0
* Status: finished, violations left
* Largest net degree at the start of global routing at 50
* Most frequent cell after synthesis: buf_4
* Syn avg cell area at 8.66 µm²
* Register share after synthesis at 27.0%
* Number of enable flip-flop cells at 49
* Setup tns final at -2.56 ns
* # fillers at 4521
* Synthesis area per yosys at 9290 µm²
* Mapped Area at 9290 µm²
* Post-Synthesis Cells at 1073
* Main logic family after synthesis: buffers and inverters
* Area growth from synthesis to layout at 27.9%
* Final hold violation count at 0
* Async SR Flop Fraction at 44.0%
* Clk sinks at 91
* Final setup vio count at 45
* OpenROAD warning count at 45
* DP Cell Count at 1778
* Worst hold start: nextState[1]$_DFFE_PP0P_
* Initial drt markers at 382
* Worst-case reg-to-reg path depth at 8
* Slew @ Worst Pin at 0.853 ns
* DR vias at 6791
* Chip area at 52900 µm²
* Row count at 76
* Crit start category: register
* Number of buffers created by CTS at 9
* Critical Path Sink Type: register
* Insertion delay at the late pin of the worst-skew pair at 0.40 ns
* Xor/xnor share at 1.40%
* WP data arrival at 3.43 ns
* Main flop type: edfxtp_1
* Die Span Y at 230 µm
* Min-Delay Endpoint: nextState[1]$_DFFE_PP0P_
* Ports at 560
* Core utilization at floorplan at 21.4%
* Root buf cell: clkbuf_16
* Final ANT Viol Nets at 0
* Final wirelength at 30900 µm
* Adder-Cell Fraction of Synth Area at 4.93%
* DIE WIDTH at 230 µm
* Worst flop-to-flop path startpoint: currstate[0]$_DFF_N_
==> sequential cells by signal (all words and copies together), names as in the netlist, 2 cells and up <==
| name | cells |
|---|---|
| Page_0 | 4 |
| Page_1 | 22 |
| Page_2 | 11 |
| Page_3 | 7 |
| change_out | 8 |
| costObtained | 8 |
| currstate | 2 |
| nextState | 2 |
| totalCoin | 8 |
| userInput | 8 |
==> layer usage <==
metal / vias up / global-route usage, % / wire [µm]
li1: 3172 / - / -
met1: 3176 / 12.2 / 11300
met2: 410 / 19.2 / 15500
met3: 33 / 4.61 / 3430
met4: 0 / 2.18 / 632
met5: - / 0 / 0
==> stage by stage <==
step                cell area, µm²  hold slack, ns
floorplan                    10400           0.441
global placement             11000           0.491
detailed placement           11000           0.502
CTS                          11600           0.515
global route                 11900           0.530
finish                       11900           0.509
==> worst max path at each step <==
stage | cells past startpoint | end | from | slack [ns]
after CTS | 8 | userInput[6]$_DFFE_PP0P_ | currstate[1]$_DFF_N_ | -0.12
after global routing | 8 | costObtained[2]$_DFFE_PP0P_ | currstate[0]$_DFF_N_ | -0.16
final | 8 | costObtained[2]$_DFFE_PP0P_ | currstate[0]$_DFF_N_ | -0.11
==> where the power goes <==
part / internal, mW / total (mW) / switching, mW
Combinational: 3.74 / 6.59 / 2.85
Clock: 0.770 / 1.26 / 0.493
Sequential: 1.80 / 2.34 / 0.541
==> cells in the final DEF, fill, tap and decap left out, types with 5 or more instances in the layout <==
cell / Yosys / final
nand3_1: 16 / 12
dfrtp_1: 39 / 39
o21ai_0: 41 / 24
a21oi_2: 4 / 10
o21ai_2: 1 / 11
buf_6: 3 / 16
nor2b_1: 8 / 6
nand4_1: 5 / 5
xnor2_1: 8 / 8
inv_1: 40 / 34
mux2_4: 0 / 12
o22ai_1: 8 / 6
nor2_1: 41 / 30
a21o_1: 6 / 6
xor2_1: 5 / 5
a21oi_1: 40 / 32
nor3_1: 9 / 6
nor2_4: 0 / 8
nand2_1: 67 / 53
nand2_2: 0 / 10
buf_4: 478 / 59
clkbuf_16: 0 / 10
a31oi_1: 14 / 11
clkdlybuf4s50_1: 0 / 313
conb_1: 2 / 247
ha_1: 35 / 31
nand2b_1: 10 / 9
edfxtp_1: 49 / 49
o21ai_1: 5 / 11
==> logic make-up (layout without fill, tap and decap cells) <==
family	Yosys count	count (layout)
other	2	247
buffers and inverters	549	449
adder cells (fa/ha/maj)	36	36
AND/OR/NAND/NOR	181	181
multiplexers	16	16
XOR/XNOR	14	14
flip-flops	91	91
AND-OR/OR-AND	184	184
==> worst max-delay path, stage by stage (launching register included) <==
cell     delay [ns]
dfxtp_4        0.36
buf_6          0.12
ha_4           0.19
buf_6          0.13
a31oi_4        0.12
a21oi_2        0.05
or2_4          0.30
a31oi_4        0.15
o22ai_2        0.08
==> what timing repair did <==
action                                  4_1_cts  5_1_grt
buffers inserted                              5        5
gates resized                                56       79
pin swaps                                    17       25
endpoints found under the setup margin       53       56
==> area by class of cell <==
type	instances	area [µm²]	area share, %
inverter	41	168	1.41
multi-input combinational	678	4330	36.4
clock buffer	11	254	2.14
timing repair buffer	390	3790	31.9
tap	585	732	6.16
sequential	91	2520	21.2
clock inverter	7	96.3	0.810
Power figures rest on the tool's default switching activity, not on a simulated workload.
